File: config.mk
export PLATFORM = sky130hd
export DESIGN_NAME = arbiter
export DESIGN_NICKNAME = arbiter
export VERILOG_FILES = /design/flow/design.v
export SDC_FILE = /design/flow/constraint.sdc
export NUM_CORES = 4
export LEC_CHECK = 1
export CORE_AREA = 10 10 70 70
export DIE_AREA = 0 0 80 80
File: constraint.sdc
current_design arbiter

set clk_period 2.8
set clk_io_pct 0.2

create_clock -name clk0 -period $clk_period [get_ports {clk}]

set non_clock_inputs [all_inputs -no_clocks]
set_input_delay [expr $clk_period * $clk_io_pct] -clock clk0 $non_clock_inputs
set_output_delay [expr $clk_period * $clk_io_pct] -clock clk0 [all_outputs]
File: design.v
module arbiter (
  clk,    
  rst,    
  req3,   
  req2,   
  req1,   
  req0,   
  gnt3,   
  gnt2,   
  gnt1,   
  gnt0   
);
input           clk;     
input           rst;     
input           req3;    
input           req2;   
input           req1;   
input           req0;   
output          gnt3;    
output          gnt2;   
output          gnt1;   
output          gnt0;   
wire    [1:0]   gnt       ;   
wire            comreq    ;    
wire            beg       ;    
wire   [1:0]    lgnt      ;   
wire            lcomreq   ;   
reg             lgnt0     ;   
reg             lgnt1     ;
reg             lgnt2     ;
reg             lgnt3     ;
reg             mask_enable   ;
reg             lmask0    ;
reg             lmask1    ;
reg             ledge    ;
always @ (posedge clk)
  if (rst)   
  begin
    lgnt0 <= 0;
    lgnt1 <= 0;
    lgnt2 <= 0;
    lgnt3 <= 0;
  end 
  else
    begin                                     
  lgnt0 <=(~lcomreq & ~lmask1 & ~lmask0 & ~req3 & ~req2 & ~req1 & req0)
        | (~lcomreq & ~lmask1 &  lmask0 & ~req3 & ~req2 &  req0)
        | (~lcomreq &  lmask1 & ~lmask0 & ~req3 &  req0)
        | (~lcomreq &  lmask1 &  lmask0 & req0  )
        | ( lcomreq & lgnt0 );
  lgnt1 <=(~lcomreq & ~lmask1 & ~lmask0 &  req1)
        | (~lcomreq & ~lmask1 &  lmask0 & ~req3 & ~req2 &  req1 & ~req0)
        | (~lcomreq &  lmask1 & ~lmask0 & ~req3 &  req1 & ~req0)
        | (~lcomreq &  lmask1 &  lmask0 &  req1 & ~req0)
        | ( lcomreq &  lgnt1);
  lgnt2 <=(~lcomreq & ~lmask1 & ~lmask0 &  req2  & ~req1)
        | (~lcomreq & ~lmask1 &  lmask0 &  req2)
        | (~lcomreq &  lmask1 & ~lmask0 & ~req3 &  req2  & ~req1 & ~req0)
        | (~lcomreq &  lmask1 &  lmask0 &  req2 & ~req1 & ~req0)
        | ( lcomreq &  lgnt2);
  lgnt3 <=(~lcomreq & ~lmask1 & ~lmask0 & req3  & ~req2 & ~req1)
        | (~lcomreq & ~lmask1 &  lmask0 & req3  & ~req2)
        | (~lcomreq &  lmask1 & ~lmask0 & req3)
        | (~lcomreq &  lmask1 &  lmask0 & req3  & ~req2 & ~req1 & ~req0)
        | ( lcomreq & lgnt3);
end 
  assign beg = (req3 | req2 | req1 | req0) & ~lcomreq;  
assign lcomreq = ( req3 & lgnt3 )
                | ( req2 & lgnt2 )
                | ( req1 & lgnt1 )
                | ( req0 & lgnt0 );
assign  lgnt =  {(lgnt3 | lgnt2),(lgnt3 | lgnt1)};
always @ (posedge clk )
if( rst ) 
  begin
    lmask1 <= 0;
    lmask0 <= 0;
  end 
 else if(mask_enable) 
    begin
      lmask1 <= lgnt[1];
      lmask0 <= lgnt[0];
    end 
 else 
    begin
      lmask1 <= lmask1;
      lmask0 <= lmask0;
    end 
assign comreq = lcomreq;
assign gnt    = lgnt;
assign gnt3   = lgnt3;
assign gnt2   = lgnt2;
assign gnt1   = lgnt1;
assign gnt0   = lgnt0;
endmodule
File: run.sh
#!/bin/bash
# OpenROAD 26Q1-2900-gdf79404cd8, Yosys 0.63+post, stock flow scripts
make -C /OpenROAD-flow-scripts/flow DESIGN_CONFIG=/design/flow/config.mk WORK_HOME=/design/flow/orfs finish
==> flow_metrics.env <==
# physical design summary
export IMPL_combPwrFrac_pct=15.7
export IMPL_critPathKind="primary input to register"
export IMPL_fin_crit_sh_pct=61.8
export IMPL_switching_share_pct=21.8
export IMPL_syn_area_um2=194
export IMPL_dr_pass1_iters=2
export IMPL_rows=21
export IMPL_io_pins=10
export IMPL_vias=207
export IMPL_gr_usage_met3_pct=0.227
export IMPL_hpwl_um=540
export IMPL_topCellsByArea="dfxtp_1 41%, mux2i_1 10%, a22o_1 9.0%"
export IMPL_tns_ns=0
export IMPL_gp_congestion=0.765
export IMPL_warnings=25
export IMPL_grt_max_degree=7
export IMPL_die_y_um=80
export IMPL_cts_root_buf="clkbuf_4"
export IMPL_layout_top_cell="clkdlybuf4s50_1"
export IMPL_p_clk_share_pct=45.1
export IMPL_drt_iter0_markers=7
export IMPL_fp_coreArea_um2=3420
export IMPL_finalClockSkew_ns=0.00158
export IMPL_adder_share_pct=0
export IMPL_ys_area_um2=194
export IMPL_cts_tree="done"
export IMPL_post_cts_buffers=0
export IMPL_antenna_found_initial=0
export IMPL_top_usage_layer="met2"
export IMPL_fmax_ghz=0.578
export IMPL_regToRegSetupSlack_ns=1.54
export IMPL_p_per_area_nw_per_um2=436
export IMPL_worstPathRequired_ns=2.96
export IMPL_grt_pass1_vias=216
export IMPL_yosysSeqAreaShare_pct=41.3
export IMPL_routed_wire_length_per_instance_um=8.24
export IMPL_fin_ws_ns=1.07
export IMPL_path_cells="clkdlybuf4s50_1 > a22o_1 > or4_1 > a21oi_1"
export IMPL_pwr_share_seq_pct=39.1
export IMPL_finalInstanceArea_um2=364
export IMPL_placed_area_um2=342
export IMPL_drv_cap=0
export IMPL_htreeDepth=1
export IMPL_yosys_cell_types_count=14
export IMPL_n_antenna_cell=0
export IMPL_simple_gate_share_pct=29.7
export IMPL_synth_stat_cells=21
export IMPL_place_ws_ns=0.823
export IMPL_utilization_pct=10.7
export IMPL_ys_sh_aoi_pct=16.8
export IMPL_p_int_mw=0.124
export IMPL_yosysWarnings=2
export IMPL_via_per_inst=2.62
export IMPL_final_cells=79
export IMPL_cts_resized=0
export IMPL_slowest_delay_ns=0.47
export IMPL_cp_end_kind="register"
export IMPL_yosys_area_share_xor_xnor_pct=0
export IMPL_path_clk_slew_ns=0.04
export IMPL_post_route_cells_drive_above_1_share_pct=9.09
export IMPL_clockBufferDepth=2
export IMPL_drc=0
export IMPL_worstHoldPathType="register to register"
export IMPL_die_area_um2=6400
export IMPL_synth_area_per_cell_um2=9.24
export IMPL_crit_arrival_ns=1.89
export IMPL_slew_headroom_pct=82.2
export IMPL_dieWidth_um=80
export IMPL_netlist_instances=21
export IMPL_synth_logic_top_family="simple AND/OR/NAND/NOR gates"
export IMPL_critPathLaunchType="primary input"
export IMPL_worst_path_buf_inv=1
export IMPL_fp_util_pct=5.68
export IMPL_drt_wl_total_um=651
export IMPL_crit_family="simple AND/OR/NAND/NOR gates"
export IMPL_cts_num_sinks=4
export IMPL_use_met2_pct=4.25
export IMPL_cp_max_fo=4
export IMPL_cp_slowest_cell="or4_1"
export IMPL_grt_pass1_wl_um=1040
export IMPL_finalSetupViolations=0
export IMPL_clkLatencyLatePin_ns=0.23
export IMPL_synth_top_area_share_pct=41.3
export IMPL_cts_inserted_buffers=3
export IMPL_final_max_slew_viol_count=0
export IMPL_gr_usage_met1_pct=1.73
export IMPL_ys_flops=4
export IMPL_synthMuxAreaShare_pct=10.3
export IMPL_grt_use_total_pct=2.04
export IMPL_peakVddDrop_v=0.0000537
export IMPL_worst_slew_pin_slew_ns=0.265
export IMPL_rsz0062_at_grt="no"
export IMPL_final_cell_mix="9 x clkdlybuf4s50_1, 4 x dfxtp_1, 3 x clkbuf_4"
export IMPL_period_minus_slack_ns=1.73
export IMPL_drtAntennaViolNets=0
export IMPL_hold_viol=0
export IMPL_status="completed"
export IMPL_area_growth_syn_to_layout_pct=87.7
export IMPL_io_buffer_count=9
export IMPL_synth_area_leader_cell="dfxtp_1"
export IMPL_place_inst=76
export IMPL_netSwitchingPower_mw=0.0345
export IMPL_fill_cells=399
export IMPL_cts_hold_fix_buffers=0
export IMPL_grt_overflow_total=0
export IMPL_p_leak_nw=0.125
[routing by layer]
layer	vias up	part of all wire [%]
li1	104	-
met1	99	31
met2	2	65
met3	2	0.31
met4	0	3.8
met5	-	0
[through the flow]
step           total power, mW  hold slack (ns)
2_1_floorplan           0.0714            0.444
3_3_place_gp            0.0878            0.480
3_5_place_dp            0.0885            0.492
4_1_cts                  0.164            0.500
5_1_grt                  0.171            0.542
6_report                 0.159            0.499
[synthesized netlist by cell type (all sizes together)]
cell type	number
nor2	1
o21ai	2
mux2i	2
dfxtp	4
a21oi	1
or4b	1
a22o	2
nand2	1
nand2b	2
or4	1
nor3	1
nand3b	1
inv	1
or2b	1
[worst reg2reg max path, cell delays in order (launching register included)]
cell and delay, ns:
dfxtp_1 0.32, a22o_1 0.26, or4_1 0.47, a21oi_1 0.14
[power by group through the flow]
stage | Sequential [mW] | Combinational [mW] | Clock (mW)
CTS | 0.0623 | 0.0254 | 0.0761
global route | 0.0626 | 0.0276 | 0.0807
finish | 0.0622 | 0.0250 | 0.0717
[area by class of cell]
cell class	count	area [um^2]	share of cell area, %
clock buffer	3	22.5	6.19
inverter	1	3.75	1.03
multi-input combinational	16	110	30.2
sequential	4	80.1	22.0
tap	46	57.6	15.8
timing repair buffer	9	90.1	24.7
[final timing paths]
check / from / endpoint / cells after the start
worst min register to register: register / register / 2
worst min-delay path: register / register / 2
worst max-delay path: req3 / lgnt2 / 4
worst max register to register: lgnt3 / lgnt2 / 3
[cell families (layout without fill, tap and decap cells)]
logic type             after synthesis  in the layout
AND/OR/NAND/NOR                      9              9
buffers and inverters                1             13
multiplexers                         2              2
flip-flops                           4              4
AND-OR/OR-AND                        5              5
No activity file was given, so power comes from the tool's default toggle rates.
